$ cat flow/config.mk
export PLATFORM = sky130hd
export DESIGN_NAME = Board232
export DESIGN_NICKNAME = Board232
export VERILOG_FILES = /design/flow/design.v
export SDC_FILE = /design/flow/constraint.sdc
export NUM_CORES = 4
export LEC_CHECK = 1
export CORE_UTILIZATION = 30
$ cat flow/constraint.sdc
current_design Board232

set clk_period 8.8
set clk_io_pct 0.2

create_clock -name clk0 -period $clk_period [get_ports {btn}]
create_clock -name clk1 -period $clk_period [get_ports {mclk}]

set non_clock_inputs [all_inputs -no_clocks]
set_input_delay [expr $clk_period * $clk_io_pct] -clock clk0 $non_clock_inputs
set_output_delay [expr $clk_period * $clk_io_pct] -clock clk0 [all_outputs]
$ cat flow/design.v
`timescale 1ns / 1ps
module Board232 (
	input mclk,
	input [3:0] btn,
	input [7:0] sw,
	output [7:0] led,
	output reg [6:0] seg,
	output reg [3:0] an,
	output dp,
	output [2:1] OutBlue,
	output [2:0] OutGreen,
	output [2:0] OutRed,
	output HS,
	output VS
    );
	assign dp = 1'b1;
	assign led[7] = btn[3];   
	assign led[6] = 1'b0;
	wire [7:0] lab3_credit;
	BasicVendingMachine BVM(
		sw[2:0],  			 
		sw[7:6],			 
		btn[3],				 
		btn[0],				 
		lab3_credit,		 
		led[5:0]			 
		);
	reg [18:0] sevenseg_refresh_counter;
	initial sevenseg_refresh_counter<= 0;
	always @(posedge mclk) sevenseg_refresh_counter = sevenseg_refresh_counter+1;
	wire [3:0] lab3_credit_ones;
	wire [3:0] lab3_credit_tens;
	wire [3:0] lab3_credit_hundreds;
	binary_to_BCD b2bcd(lab3_credit, lab3_credit_ones, lab3_credit_tens, lab3_credit_hundreds);
	reg [3:0] tmp_digit;
	always @(sevenseg_refresh_counter[18:17])
	begin
		case (sevenseg_refresh_counter[18:17])
			2'b00:
				begin
					an = 4'b1110;
					tmp_digit = lab3_credit_ones;
				end
			2'b01:
				begin
					an = 4'b1101;
					tmp_digit = lab3_credit_tens;
				end
			2'b10:
				begin
					an = 4'b1011;
					tmp_digit = lab3_credit_hundreds;
				end
			default:
				begin
					an = 4'b0111;
					tmp_digit = 0;
				end
		endcase
		case (tmp_digit)
			4'd0: seg <= ~7'h3F;
			4'd1: seg <= ~7'h06;
			4'd2: seg <= ~7'h5B;
			4'd3: seg <= ~7'h4F;
			4'd4: seg <= ~7'h66;
			4'd5: seg <= ~7'h6D;
			4'd6: seg <= ~7'h7D;
			4'd7: seg <= ~7'h07;
			4'd8: seg <= ~7'h7F;
			4'd9: seg <= ~7'h6F;
			default: seg <= ~7'b1111000;
		endcase
	end
	assign OutBlue = 0;
	assign OutGreen = 0;
	assign OutRed = 0;
	assign HS = 0;
	assign VS = 0;
endmodule
module binary_to_BCD(A,ONES,TENS,HUNDREDS);
	input [7:0] A;
	output [3:0] ONES, TENS, HUNDREDS;
	wire [3:0] c1,c2,c3,c4,c5,c6,c7;
	wire [3:0] d1,d2,d3,d4,d5,d6,d7;
	assign d1 = {1'b0,A[7:5]};
	assign d2 = {c1[2:0],A[4]};
	assign d3 = {c2[2:0],A[3]};
	assign d4 = {c3[2:0],A[2]};
	assign d5 = {c4[2:0],A[1]};
	assign d6 = {1'b0,c1[3],c2[3],c3[3]};
	assign d7 = {c6[2:0],c4[3]};
	binary_to_BCD_add3 m1(d1,c1);
	binary_to_BCD_add3 m2(d2,c2);
	binary_to_BCD_add3 m3(d3,c3);
	binary_to_BCD_add3 m4(d4,c4);
	binary_to_BCD_add3 m5(d5,c5);
	binary_to_BCD_add3 m6(d6,c6);
	binary_to_BCD_add3 m7(d7,c7);
	assign ONES = {c5[2:0],A[0]};
	assign TENS = {c7[2:0],c5[3]};
	assign HUNDREDS = {0,0,c6[3],c7[3]};
endmodule
module binary_to_BCD_add3(in,out);
	input [3:0] in;
	output [3:0] out;
	reg [3:0] out;
	always @ (in)
		case (in)
			4'b0000: out <= 4'b0000;
			4'b0001: out <= 4'b0001;
			4'b0010: out <= 4'b0010;
			4'b0011: out <= 4'b0011;
			4'b0100: out <= 4'b0100;
			4'b0101: out <= 4'b1000;
			4'b0110: out <= 4'b1001;
			4'b0111: out <= 4'b1010;
			4'b1000: out <= 4'b1011;
			4'b1001: out <= 4'b1100;
			default: out <= 4'b0000;
		endcase
endmodule
`timescale 1ns / 1ps
module BasicVendingMachine(
		input [2:0] KeyPad,
		input [1:0] Mode,
		input CLK,
		input RESET,
		output reg [7:0] Credit,
		output reg [5:0] Coins);
	initial begin
		Credit = 8'd0;
		Coins = 6'b000000;
	end
	always @(posedge CLK or posedge RESET)
	begin
	if (RESET)
			begin
				Credit = 8'd0;
				Coins = 6'b000000;	
			end
	else
	begin
		case (Mode)
		2'b00: ;
		2'b01: 
		begin
			case (KeyPad)
			3'b000: if ((Credit + 1) <= 255)
						Credit = Credit+1;
			3'b001: if((Credit + 2) <= 255)
						Credit = Credit+2;
			3'b010: if((Credit+5) <= 255)
					Credit = Credit+5;
			3'b011: if((Credit + 10) <= 255)
					Credit = Credit+10;
			3'b100: if((Credit + 20) <= 255)
					Credit = Credit+20;
			3'b101: if((Credit + 50) <= 255)
					Credit = Credit+50;
			3'b110: if((Credit + 100) <= 255)
					Credit = Credit+100;
			3'b111: if((Credit + 200) <= 255)
					Credit = Credit+200;
			endcase
		end
		2'b10: 
		begin
			case (KeyPad)
			3'b000: if (Credit >= 220)
						Credit = Credit-220;
			3'b001: if(Credit  >= 120)
						Credit = Credit-120;
			3'b010: if(Credit  >= 180)
					Credit = Credit-180;
			3'b011: if(Credit  >= 55)
					Credit = Credit-55;
			3'b100: if(Credit  >= 13)
					Credit = Credit-13;
			3'b101: if(Credit  >= 25)
					Credit = Credit-25;
			3'b110: if(Credit  >= 85)
					Credit = Credit-85;
			3'b111: if(Credit  >= 75)
					Credit = Credit-75;
			endcase
		end
		2'b11:
		begin
			if ( Credit >= 50)
			begin
				Credit = Credit - 50;
				Coins = 6'b100000;
			end
			else if ( Credit >= 20)
			begin
				Credit = Credit - 20;
				Coins = 6'b010000;
			end
			else if ( Credit >= 10)
			begin
				Credit = Credit - 10;
				Coins = 6'b001000;
			end
			else if ( Credit >= 5)
			begin
				Credit = Credit - 5;
				Coins = 6'b000100;
			end
			else if ( Credit >= 2)
			begin
				Credit = Credit - 2;
				Coins = 6'b000010;
			end
			else if ( Credit >= 1)
			begin
				Credit = Credit - 1;
				Coins = 6'b000001;
			end
			else if ( Credit == 0)
				Coins = 6'b000000;
		end
		endcase
	end
	end
endmodule
$ cat flow/run.sh
#!/bin/bash
# OpenROAD 26Q1-2900-gdf79404cd8, Yosys 0.63+post, stock flow scripts
make -C /OpenROAD-flow-scripts/flow DESIGN_CONFIG=/design/flow/config.mk WORK_HOME=/design/flow/orfs finish
==> flow report <==
======================================================================================================
Yosys synthesis warning count                                                                        3
Total iterations of the first detailed-routing run                                                  23
Worst-case headroom to the max-slew limit                                                        50.3%
Hold buffers post-CTS                                                                                0
Highest net fanout along the worst path                                                              2
Final worst clock skew                                                                      0.00327 ns
Final Total Pwr                                                                              0.00238 W
Number of library cell types mapped by synthesis                                                    85
Worst endpoint data arrival time                                                               5.02 ns
Max cap viols                                                                                        0
Share of cells above drive strength 1                                                            8.21%
Core Area                                                                                  18000 sq um
Routability congestion estimate from global placement                                             1.02
Total setup buffers inserted after CTS                                                               0
Area growth, synth to finish                                                                     10.4%
Mean instance size in the synthesized netlist                                               7.09 sq um
Number of antenna violations at the first check in global routing                                    0
Proportion of register bits with asynchronous set or reset after synthesis                       42.4%
Number of flops mapped to enable cells by yosys                                                      0
Sw power                                                                                     0.00123 W
RSZ-0062 raised after global routing                                                             false
Critical Path Max Stage Delay                                                                  0.38 ns
Final Max-Slew Violation Tally                                                                       0
Cell leakage power                                                                             2.27 nW
Top area contributor share                                                                       6.94%
Worst-path cell chain                                                                     clkbuf_16 -> clkbuf_16 -> clkdlybuf4s50_1
Cell mode on critical path                                                                sky130_fd_sc_hd__clkbuf_16
Power density over the cells                                                               393 nW/um^2
Die span in x                                                                              137 microns
Cell types occupying the most area after synthesis                                        sky130_fd_sc_hd__dfxtp_1, sky130_fd_sc_hd__a21oi_1, sky130_fd_sc_hd__dfrtp_1
Sw Share                                                                                         51.8%
Critical path endpoint category                                                            output port
Global-route wire length before repair                                                    29700 microns
Core Rows                                                                                           49
Combined global-route utilization of all metal layers                                            20.5%
Cell type of the slowest stage on the worst timing path                                   sky130_fd_sc_hd__clkdlybuf4s50_1
Boundary pin count                                                                                  43
Post-detailed-routing wire length                                                         18700 microns
Total grt overflow                                                                                   0
Mean routed wirelength per cell                                                           19.0 microns
Synthesized netlist cell count                                                                     773
Maximum number of pins on one net before global-route repair                                        71
Ratio of routed vias to standard cells                                                            6.03
Total clock sinks                                                                                   33
Total antenna diodes in the routed design                                                            0
Result of the run                                                                         complete, no violations
Clock transition at the register clock pins on the worst setup and hold paths after CTS        0.05 ns
Post-synthesis instance area                                                                5480 sq um
Kind of critical path                                                                       clk -> out
Total non-filler cell area in the finished layout                                           6060 sq um
Total die size                                                                             18800 sq um
Setup violations, final                                                                              0
Relative contribution of the clock network to total power                                        15.0%
Required time reported for the critical path endpoint                                          7.04 ns
Drt initial violations                                                                             600
Warning total across the stage logs                                                                119
Worst Path Buf+Inv                                                                                   3
Seq share, synth                                                                                 13.3%
Synth Register Bits                                                                                 33
Clock tree from TritonCTS                                                                        built
Detailed Place HPWL                                                                       12700 microns
DP Area                                                                                     5680 sq um
Final hold violation count                                                                           0
Starting density of the core                                                                     30.5%
Logic pwr share                                                                                  76.3%
Final total negative setup slack                                                                  0 ns
Worst-margin pin slew                                                                         0.746 ns
Tally of nets with antenna violations remaining after routing                                        0
Internal Power                                                                               0.00115 W
Post-synth top flop                                                                       sky130_fd_sc_hd__dfxtp_1
Power share of the sequential group                                                               8.7%
Vertical die size                                                                          137 microns
DRC viols                                                                                            0
Yosys cell count                                                                                   773
Count of cells resized by post-cts repair                                                            0
Area figure in the yosys stat output                                                        5480 sq um
Kind of start point of the critical path                                                    clock port
Vias in the first global route                                                                    5304
Area leader, netlist                                                                      sky130_fd_sc_hd__dfxtp_1
Cell type group with the largest total delay on the critical path                         buffers and inverters
Routed vias                                                                                       5938
Worst ir drop on vdd                                                                        0.000299 V
Kind of path behind the tightest hold check                                                 reg -> reg
Number of input and output port buffers inserted                                                    23
======================================================================================================
## layout make-up
| type | count | area [sq um] |
|---|---|---|
| Clock buffer | 14 | 324 |
| Clock inverter | 16 | 62.6 |
| Fill cell | 1870 | 11900 |
| Inverter | 23 | 86.3 |
| Multi-Input combinational cell | 634 | 4250 |
| Sequential cell | 33 | 734 |
| Tap cell | 229 | 287 |
| Timing Repair Buffer | 35 | 318 |
## power groups by stage
stage / combinational (W) / sequential, W / clock (W)
after CTS: 0.00179 / 0.000205 / 0.000391
final: 0.00182 / 0.000207 / 0.000356
after global routing: 0.00198 / 0.000210 / 0.000417
## layer usage
| layer | GRT usage [%] | share of wire (%) |
|---|---|---|
| met5 | 0 | 0 |
| met1 | 29.9 | 45 |
| met4 | 8.42 | 3.9 |
| met2 | 29.5 | 44 |
| met3 | 3.83 | 7.9 |
## cells by family after synthesis
| kind of cell | after synthesis | synth area share, % |
|---|---|---|
| flip-flops | 33 | 13.3 |
| XOR/XNOR | 46 | 7.48 |
| adder cells (fa/ha/maj) | 24 | 5.48 |
| multiplexers | 14 | 2.72 |
| other | 2 | 0.137 |
| buffers and inverters | 116 | 9.95 |
| AND-OR/OR-AND | 271 | 34.6 |
| AND/OR/NAND/NOR | 267 | 26.3 |
## sequential cells by signal, summed over array words and instances, names as in the netlist
| name | count |
|---|---|
| sevenseg_refresh_counter | 19 |
| BVM.Credit | 8 |
| BVM.Coins | 6 |
## cell usage after synthesis (19+ instances only)
cell                       instances
sky130_fd_sc_hd__buf_2            27
sky130_fd_sc_hd__nor3_1           25
sky130_fd_sc_hd__o21ai_0          43
sky130_fd_sc_hd__clkbuf_1         34
sky130_fd_sc_hd__dfxtp_1          19
sky130_fd_sc_hd__inv_1            22
sky130_fd_sc_hd__xnor2_1          36
sky130_fd_sc_hd__a21oi_1          70
sky130_fd_sc_hd__nand3_1          25
sky130_fd_sc_hd__nor2_1           49
sky130_fd_sc_hd__nand2_1          59
sky130_fd_sc_hd__ha_1             24
## cell usage in the layout (no fill, tap or decap), drive strengths merged, types with 11 or more instances in the layout
cell type,synthesis,layout
xnor2,36,36
nor2,49,49
clkdlybuf4s50,0,23
a211oi,11,11
nand2b,12,12
a31oi,11,11
clkbuf,35,13
nor2b,13,13
a21oi,70,70
o21ai,43,43
inv,23,36
nand3,26,26
dfxtp,19,19
buf,57,13
dfrtp,14,14
a21o,11,11
and3,16,16
ha,24,24
nand2,59,59
conb,2,12
nor3,25,25
## per-stage QoR
| step | hold slack [ns] | cells | worst slack, ns | util, % |
|---|---|---|---|---|
| 2_1_floorplan | 0.379 | 783 | 2.54 | - |
| 3_3_place_gp | 0.397 | 956 | 2.27 | 31.6 |
| 3_5_place_dp | 0.399 | 956 | 2.27 | 31.6 |
| 4_1_cts | 0.413 | 984 | 2.01 | 33.7 |
| 5_1_grt | 0.430 | 984 | 1.97 | 33.7 |
| 6_report | 0.408 | 984 | 2.02 | 33.7 |
## final timing paths
path	slack [ns]	from	depth (start not counted)	end
worst max-delay path	2.02	btn[3]	3	led[7]
worst min-delay path	0.41	sevenseg_refresh_counter[0]	1	sevenseg_refresh_counter[0]
worst max register to register	4.42	BVM.Credit[2]	10	BVM.Credit[2]
worst min register to register	0.41	sevenseg_refresh_counter[0]	1	sevenseg_refresh_counter[0]
max in group asynchronous	4.64	btn[0]	3	BVM.Credit[5]
max in group clk1	7.23	sevenseg_refresh_counter[2]	6	sevenseg_refresh_counter[17]
min in group clk0	0.47	BVM.Coins[5]	2	BVM.Coins[5]
min in group asynchronous	4.06	btn[0]	3	BVM.Coins[1]
Power figures rest on the tool's default switching activity, not on a simulated workload.
